[run.sh]
#!/bin/bash
# OpenROAD 26Q1-2900-gdf79404cd8, Yosys 0.63+post, stock flow scripts
make -C /OpenROAD-flow-scripts/flow DESIGN_CONFIG=/design/flow/config.mk WORK_HOME=/design/flow/orfs finish
[config.mk]
export PLATFORM = sky130hd
export DESIGN_NAME = rgb_mixer
export DESIGN_NICKNAME = rgb_mixer
export VERILOG_FILES = /design/flow/design.v
export SDC_FILE = /design/flow/constraint.sdc
export NUM_CORES = 4
export LEC_CHECK = 1
export CORE_UTILIZATION = 50
[constraint.sdc]
current_design rgb_mixer

set clk_period 5.8
set clk_io_pct 0.2

create_clock -name clk0 -period $clk_period [get_ports {clk}]

set non_clock_inputs [all_inputs -no_clocks]
set_input_delay [expr $clk_period * $clk_io_pct] -clock clk0 $non_clock_inputs
set_output_delay [expr $clk_period * $clk_io_pct] -clock clk0 [all_outputs]
[design.v]
`default_nettype none
`timescale 1ns/1ns
module debounce #(
    parameter HIST_LEN = 8
)(
    input wire clk,
    input wire reset,
    input wire slow_clk,
    input wire button,
    output reg debounced
);
    localparam on_value = 2 ** HIST_LEN - 1;
    reg [HIST_LEN-1:0] button_hist;
    reg [7:0] divider;
    always @(posedge slow_clk) begin
        if(reset) begin
            button_hist <= 0;
            debounced <= 1'b0;
        end else begin           
            button_hist <= {button_hist[HIST_LEN-2:0], button};
            if(button_hist == on_value)
                debounced <= 1'b1;
            else if(button_hist == 8'b0)
                debounced <= 1'b0;
       end
   end
endmodule
`default_nettype none
`timescale 1ns/1ns
module encoder #(
    parameter WIDTH = 8,
    parameter INCREMENT = 1'b1
)(
    input wire clk,
    input wire reset,
    input wire a,
    input wire b,
    output reg [WIDTH-1:0] value,
    output reg [3:0] leds
);
    reg old_a;
    reg old_b;
    always @(posedge clk) begin
        if(reset) begin
            old_a <= 0;
            old_b <= 0;
            value <= 0;
        end else begin
            leds[3:0] <= value[3:0];
            old_a <= a;
            old_b <= b;
            case ({a,old_a,b,old_b})
                4'b1000: value <= value + INCREMENT;
                4'b0111: value <= value + INCREMENT;
                4'b0010: value <= value - INCREMENT;
                4'b1101: value <= value - INCREMENT;
                default: value <= value;
            endcase
        end
    end
endmodule
`default_nettype none
`timescale 1ns/1ns
module oneshot #(
   parameter TIME = 30
   )(
   input wire clk,
   input wire reset,
   input wire pulse,
   output reg pout
   );
   reg [4:0] counter;  
   reg pulse_d;  
   always @(posedge clk or posedge reset) begin
      if (reset) begin
         counter <= 0;
         pout <= 1'b0;
         pulse_d <= 1'b0;
      end else begin
         pulse_d <= pulse;  
         if (pulse && !pulse_d) begin 
            counter <= TIME;
            pout <= 1'b1;
         end else if (counter != 0) begin
            counter <= counter - 1;
         end else begin
            pout <= 1'b0;
         end
      end
   end
endmodule
`default_nettype none
`timescale 1ns/1ns
module pwm #(
    parameter WIDTH = 8,
    parameter INVERT = 0
    ) (
    input wire clk,
    input wire reset,
    output wire out,
    input wire [WIDTH-1:0] level
    );
    reg [WIDTH-1:0] count;
    wire pwm_on = count < level;
    always @(posedge clk) begin
        if(reset)
            count <= 1'b0;
        else
            count <= count + 1'b1;
    end
    assign out = reset ? 1'b0:
        INVERT == 1'b0 ? pwm_on : ! pwm_on;
endmodule
`default_nettype none
`timescale 1ns / 1ps
module random (
    input wire clk,
    input  wire reset,
    output reg pulse,
    input wire [7:0] thresh
    );
    reg fb;
    reg [31:0] cnt, level;
    always @(posedge clk) begin
    if(reset==1'b1) begin
          cnt = 32'haaaaaaaa;   
       end
      if(reset == 1'b0) begin
        fb <= cnt[31] ^ cnt[21] ^ cnt[1] ^ cnt[0];
        cnt <= {cnt[30:0],fb};
        level <= {8'h00,thresh,12'h000};
        if (cnt<level) begin
           pulse <= 1'b1;
        end
        else begin
             pulse <= 1'b0;
        end
       end	
      end
endmodule
`default_nettype none
`timescale 1ns/1ns
module rgb_mixer (
    input wire clk,
    input wire reset,
    output wire clock0,
    input wire enc0_a,
    input wire enc0_b,
    output wire pwm0_out,
    output wire pulse0,
    output wire pout0,
    output wire [3:0] leds
);
    wire enc0_a_db, enc0_b_db;
    wire [7:0] enc0;
    slow_clk slow_clk0(.reset(reset), .clk(clk), .clock(clock0));
    debounce #(.HIST_LEN(8)) debounce0_a(.clk(clk), .reset(reset), .slow_clk(clock0), .button(enc0_a), .debounced(enc0_a_db));
    debounce #(.HIST_LEN(8)) debounce0_b(.clk(clk), .reset(reset), .slow_clk(clock0), .button(enc0_b), .debounced(enc0_b_db));
    encoder #(.WIDTH(8)) encoder0(.clk(clk), .reset(reset), .a(enc0_a_db), .b(enc0_b_db), .value(enc0), .leds(leds) );
    pwm #(.WIDTH(8)) pwm0(.clk(clk), .reset(reset), .out(pwm0_out), .level(enc0) );
    random random0(.clk(clk), .reset(reset), .pulse(pulse0), .thresh(enc0));
    oneshot #(.TIME(10)) oneshot0(.clk(clk), .reset(reset), .pulse(pulse0), .pout(pout0));
endmodule
module slow_clk (
    input wire reset,
    input wire clk,
    output reg clock
    );
    reg [13:0] divider;
    always @(posedge clk) begin
       if(reset) begin
          divider <=0;
          end else begin
              divider <= divider + 1;
              end
          clock <= divider[13];
   end
endmodule
==> impl_metrics.yaml <==
# synthesis and place-and-route metrics
final_timing:
  slew_headroom_pct: 62.2
  drv_slew: 0
  fin_setup_tns_ns: 0
  fmax_mhz: 290
  setup_viol: 0
  hold_viol_final: 0
  layout_setup_ws_ns: 2.35
  worst_slew_pin_slew_ns: 0.567
  unclocked_regs: 18
  holdWs_ns: 0.377
  finalCritPeriodShare_pct: 59.4
  min_period_ns: 3.45
  untimed_endpoints: 18
  rsz0062_at_grt: "no"
  finalClockSkew_ns: 0.00509
yosys:
  avgSynthCellArea_um2: 10.2
  synth_warnings: 6
  ys_area_mm2: 0.00402
  edf_count: 10
  syn_inst: 395
  topCellsByArea: "dfxtp_1 (41%), edfxtp_1 (7.5%), ha_1 (7.5%)"
  yosysSeqAreaShare_pct: 53.2
  yosysTopAreaCell: "dfxtp_1"
  top_area_share_pct: 41.4
  flop_cell: "dfxtp_1"
  synth_flops: 100
  netlist_area_mm2: 0.00402
  async_flop_share_pct: 7.00
  synth.distinct_cells: 43
  ys_cells: 395
power_and_ir_drop:
  power.leakage_nw: 1.78
  power_mw: 1.23
  powerDensity_mw_per_mm2: 278
  ir_drop_uv: 229
placement:
  place_congestion: 0.794
  hpwl_mm: 4.03
  io_buffers: 11
  placed_cell_area_mm2: 0.00419
  pre_cts_ws_ns: 2.43
  place_inst: 495
clock_tree:
  post_cts_buffers: 0
  clk_pin_slew_ns: 0.08
  hold_buffers: 0
  h-tree-depth: 3
  root_buffer: "clkbuf_8"
  clock_latency_ns: 0.34
  cts_tree: "done"
  cts_max_path_buffers: 2
  ctsResizeCount: 0
  cts_buffers: 9
setup_path:
  crit_path_max_fanout: 5
  crit_slowest_cell: "dfxtp_1"
  worstSetupEndpointType: "output port"
  required_ns: 4.64
  critical_path_class: "reg -> out"
  max_stage_delay_ns: 0.45
  critPathMostFrequentCell: "a21o_1"
  start_kind: "flip-flop"
  crit_arrival_ns: 2.29
  crit_chain: "inv_1 > ha_1 > a21o_1 > a21o_1 > a21oi_1 > o211a_1 > clkdlybuf4s50_1"
layout:
  comb_area_mm2: 0.00173
  regArea_mm2: 0.00214
  fillCellCount: 667
  drive_gt1_share_pct: 5.38
  area_growth_pct: 9.88
  fin_area_mm2: 0.00441
  fin_cells: 511
  post-route-util_pct: 57.1
die:
  core_area_mm2: 0.00773
  io_pins: 12
  die_w_um: 91.6
  die-height_um: 91.6
  chip_area_mm2: 0.00839
  initial_utilization_pct: 52.0
  num_rows: 32
global_routing:
  antenna_found_initial: 0
  grt_pass1_wl_mm: 10.8
  grt_max_degree: 62
  grt_pass1_vias: 2282
  use_met3_pct: 2.53
  grt_usage_pct: 16.5
  grt_remaining_overflow: 0
  busiest_layer: "met1"
  grtUsageMet2_pct: 22.7
  use_met1_pct: 29.6
route:
  antenna-diode-count: 0
  drtIter0Drc: 83
  vias_per_cell: 4.83
  wl_mm: 6.00
  drtPass1Iterations: 4
  wl_per_cell_um: 11.7
  vias: 2469
  drtAntennaViolNets: 0
  drc: 0
run_status:
  status: "complete, no violations"
flow_run:
  cap_viol_max_count: 0
  warning_count: 26
worst_hold_path:
  hold_path.class: "reg -> reg"
## cells by family after synthesis
kind of cell	Yosys count	share of synthesized area, %
and+or+nand+nor	162	21.8
DFF	100	53.2
muxes	2	0.561
AOI/OAI and AO/OA	41	6.36
xor gates and xnor gates	29	6.33
adders and majority gates	25	7.98
buffers and inverters	36	3.77
## final timing paths
| kind | start | end | slack [ns] | cells after the start |
|---|---|---|---|---|
| max | encoder0.value[1] | pwm0_out | 2.35 | 7 |
| min | slow_clk0.divider[13] | slow_clk0.clock | 0.38 | 0 |
| max reg2reg | encoder0.old_b | encoder0.value[6] | 3.34 | 8 |
| min reg2reg | slow_clk0.divider[13] | slow_clk0.clock | 0.38 | 0 |
| max in group asynchronous | reset | oneshot0.counter[4] | 4.00 | 3 |
| min in group asynchronous | reset | oneshot0.pulse_d | 1.46 | 3 |
## power breakdown
part	switching (mW)	internal (mW)	total (mW)
Sequential	0.0254	0.617	0.642
Clock	0.202	0.258	0.460
Combinational	0.0579	0.0653	0.123
## cell type report
| type | instances | area share [%] |
|---|---|---|
| inverters | 22 | 1.87 |
| clock buffers | 11 | 3.20 |
| flip-flops and latches | 100 | 48.4 |
| clock inverters | 5 | 1.90 |
| repair buffers | 12 | 2.55 |
| well taps | 102 | 2.89 |
| multi-input cells | 259 | 39.1 |
## placed cells by master, fill, tap and decap left out, types with 2 or more instances in the layout
| master | count |
|---|---|
| a211o_1 | 4 |
| a21o_1 | 6 |
| a21oi_1 | 14 |
| a31oi_1 | 2 |
| and3_1 | 5 |
| bufinv_16 | 2 |
| clkbuf_8 | 10 |
| clkdlybuf4s50_1 | 10 |
| dfrtp_1 | 7 |
| dfxtp_1 | 83 |
| edfxtp_1 | 10 |
| ha_1 | 24 |
| inv_1 | 21 |
| inv_6 | 2 |
| mux2_2 | 2 |
| nand2_1 | 29 |
| nand3_1 | 17 |
| nand4_1 | 5 |
| nand4b_1 | 3 |
| nor2_1 | 28 |
| nor2b_1 | 38 |
| nor3_1 | 2 |
| nor4_1 | 4 |
| o21ai_0 | 2 |
| o21ai_1 | 7 |
| or2_1 | 19 |
| or3_1 | 3 |
| or4_1 | 3 |
| xnor2_1 | 12 |
| xor2_1 | 17 |
## flip-flops by register name, indices dropped and copies added (netlist names), 3 cells and up
register	flops
oneshot0.counter	5
random0.cnt	32
random0.level	5
encoder0.leds	3
slow_clk0.divider	14
encoder0.value	8
debounce0_b.button_hist	8
debounce0_a.button_hist	8
pwm0.count	8
## synth_stat cells, drive strengths merged (2+ instances only)
master	n
a211o	4
a21o	6
a21oi	14
a31oi	2
and3	5
buf	5
clkbuf	9
dfrtp	7
dfxtp	83
edfxtp	10
ha	24
inv	22
mux2	2
nand2	29
nand3	17
nand4	5
nand4b	3
nor2	28
nor2b	39
nor3	2
nor4	4
o21ai	9
or2	19
or3	3
or4	3
xnor2	12
xor2	17
## layer usage
metal  up-vias  part of all wire (%)  wire (um)
met2        20                    41       2430
met4         0                   1.8        108
met1      1109                    55       3330
li1       1331                     -          -
met5         -                     0          0
met3         9                   2.1        128
## worst max-delay path: cells and delay by family, from the launching register on
family,cells,cell delay (ns)
AOI/OAI and AO/OA,4,0.69
buffers and inverters,2,0.52
DFF,1,0.45
adders and majority gates,1,0.28
Power figures rest on the tool's default switching activity, not on a simulated workload.
